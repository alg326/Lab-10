<file path="./design.v">
`timescale 1ns / 1ps
module RF(A, B, SA, SB, D, DA, W, rst, clk);
	output [3:0]A;  
	output [3:0]B;  
	input SA;  
	input SB;  
	input [3:0]D;  
	input DA;  
	input W;  
	input rst;  
	input clk;
	wire [1:0]load_enable;
	wire [3:0]R00, R01;
	Decoder1to2 decoder (load_enable, DA, W);
	RegisterNbit reg00 (D,R00,load_enable[0], rst, clk);  
	RegisterNbit reg01 (D,R01,load_enable[1], rst, clk);
	Mux2to1Nbit muxA (A,R00, R01, SA);
	Mux2to1Nbit muxB (B,R00, R01,SB); 
endmodule
module RegisterNbit(D, Q,  L, R, clock);
	parameter N = 4;  
	output reg [N-1:0]Q;  
	input [N-1:0]D;  
	input L;  
	input R;  
	input clock;  
	always @(posedge clock or posedge R) begin
		if(R)
			Q <= 0;
		else if(L)
			Q <= D;
		else
			Q <= Q;
	end
endmodule
module Decoder1to2(m, S, en);
	input S;  
	input en;  
	output [1:0]m;  
	assign m[0] = ~S&en;
	assign m[1] = S&en;
endmodule
module Mux2to1Nbit(o, i1,i2, s);
   input [3:0] i1,i2;
   input  s;
   output reg  [3:0] o;
always @(s or i1 or i2)
begin
   case (s)
      1'b0 : o = i1;
      1'b1 : o = i2;
      default : o = 4'b0;
   endcase
end
endmodule
</file>
<file path="./constraint.sdc">
current_design RF

set clk_period 1.6
set clk_io_pct 0.2

create_clock -name clk0 -period $clk_period [get_ports {clk}]

set non_clock_inputs [all_inputs -no_clocks]
set_input_delay [expr $clk_period * $clk_io_pct] -clock clk0 $non_clock_inputs
set_output_delay [expr $clk_period * $clk_io_pct] -clock clk0 [all_outputs]
</file>
<file path="./run.sh">
#!/bin/bash
# OpenROAD 26Q1-2900-gdf79404cd8, Yosys 0.63+post, stock flow scripts
make -C /OpenROAD-flow-scripts/flow DESIGN_CONFIG=/design/flow/config.mk WORK_HOME=/design/flow/orfs finish
</file>
<file path="./config.mk">
export PLATFORM = sky130hd
export DESIGN_NAME = RF
export DESIGN_NICKNAME = RF
export VERILOG_FILES = /design/flow/design.v
export SDC_FILE = /design/flow/constraint.sdc
export NUM_CORES = 4
export LEC_CHECK = 1
export CORE_AREA = 10 10 76 76
export DIE_AREA = 0 0 86 86
</file>
==> flow_metrics.py <==
# Auto-generated metrics
metrics = {
    "outcome": {
        "outcome": "complete, no violations",
    },
    "logic_synthesis": {
        "synth_area_leader_cell": "dfrtp_1",
        "ys_cells": 27,
        "topCellsByArea": "dfrtp_1, mux2_2, mux2_4",
        "synth_flop_count": 8,
        "synth_cells": 27,
        "top_area_share_pct": 47.76,
        "edf_count": 0,
        "async_flop_share_pct": 100.0,
        "yosys-top-cells-count": "mux2_2, dfrtp_1, mux2_4",
        "synth_area_um2": 419.2,
        "synth_cell_types": 6,
        "synth.avg_cell_area_um2": 15.52,
        "yosys_area_um2": 419.2,
        "synthFlopType": "dfrtp_1",
        "synth_warnings": 2,
        "ys_seq_share_pct": 47.76,
        "synth_top_cell_by_count": "mux2_2",
    },
    "placed_design": {
        "gp_congestion": 0.6980,
        "dp_cells": 94,
        "dp_slack_ns": -0.4392,
        "port_buffers": 17,
        "dp_hpwl_um": 941.1,
        "placed_area_um2": 651.9,
    },
    "run": {
        "tool_warnings": 25,
        "cap_viol_max_count": 0,
    },
    "sta": {
        "drv_slew": 0,
        "finalCritPeriodShare_pct": 96.98,
        "period_needed_ns": 1.552,
        "setup_viol": 0,
        "skew_ns": 0,
        "worst_pin_slew_ns": 0.3048,
        "layout_setup_ws_ns": 0.04836,
        "relSlewSlack_pct": 79.66,
        "rsz0062_at_grt": "no",
        "fmax_mhz": 644.5,
        "hold_viol_final": 0,
    },
    "drt": {
        "wirelength_mm": 1.212,
        "routedWlPerCell_um": 11.43,
        "ant_nets": 0,
        "num_vias": 325,
        "drt_iter0_drc": 29,
        "antenna_cells": 0,
        "routed_via_density": 3.066,
        "drc": 0,
        "dr.pass1.iters": 2,
    },
    "floorplanning": {
        "die_w_um": 86,
        "fp_util_pct": 10.19,
        "core-area_mm2": 0.004115,
        "die_h_um": 86,
        "io_pins": 18,
        "dieArea_mm2": 0.007396,
        "fp-row-count": 23,
    },
    "setup_path": {
        "crit_required_ns": 1.28,
        "r2r_end": "reg01.Q[3]",
        "cp.arrival_ns": 1.23,
        "path_max_fanout": 2,
        "critPathLaunchType": "flop",
        "r2r_setup_slack_ns": 0.61,
        "r2r-start": "reg01.Q[3]",
        "endpoint_kind": "primary output",
        "worstRegToRegCells": 3,
        "crit_type": "reg -> out",
    },
    "clock_tree": {
        "cts_root_buf": "clkbuf_8",
        "htree_levels": 1,
        "clock_latency_ns": 0.22,
        "clk_path_buf_depth": 2,
        "path_clk_slew_ns": 0.04,
        "cts-buffers-inserted": 3,
        "tritoncts": "yes",
        "cts_sinks": 8,
    },
    "global_routing": {
        "gr-total-overflow": 0,
        "grt_pass1_vias": 375,
        "grt.total_usage_pct": 3.378,
        "antenna_found_initial": 0,
        "grt_pass1_wl_mm": 1.994,
        "grt_max_degree": 9,
    },
    "cells_and_area": {
        "fin_area_um2": 748.2,
        "drive_above_1_share_pct": 57.14,
        "final_cells": 106,
        "mi_logic_area_um2": 219.0,
        "num-fill-cells": 446,
        "seq_area_um2": 200.2,
        "synthToLayoutAreaGrowth_pct": 78.51,
    },
    "power_and_ir_drop": {
        "total_leakage_power_nw": 0.3469,
        "p_per_area_mw_per_mm2": 932.2,
        "ir_worst_vdd_mv": 0.1761,
    },
    "min_path": {
        "hold_path.class": "in -> async",
    },
}
[worst max-delay path by stage]
stage	start	to	slack, ns	cells past startpoint
finish	reg00.Q[1]	A[1]	0.05	3
CTS	reg01.Q[0]	B[0]	0.006	2
global route	reg01.Q[3]	A[3]	0.005	3
[layer usage]
| metal | GRT usage [%] | wire length (µm) |
|---|---|---|
| met1 | 3.879 | 449 |
| met2 | 5.680 | 628 |
| met3 | 1.049 | 82 |
| met4 | 1.347 | 52 |
| met5 | 0 | 0 |
[power by group]
group	internal, mW	switching (mW)	leakage (nW)
clock network	0.162	0.0723	0.0216
registers	0.234	0.0169	0.0939
logic	0.156	0.0563	0.231
[metrics by stage]
stage | setup TNS (ns) | power [mW] | hold slack [ns] | util [%]
floorplan | 0 | 0.3251 | 0.1357 | -
global placement | -3.416 | 0.4430 | 0.5076 | 15.84
detailed placement | -3.356 | 0.4448 | 0.5157 | 15.84
CTS | 0 | 0.7090 | 0.3601 | 18.12
global route | 0 | 0.7538 | 0.3823 | 18.18
finish | 0 | 0.6975 | 0.3585 | 18.18
[flip-flops by register name, indices dropped and copies added (netlist names)]
register,flops
reg00.Q,4
reg01.Q,4
[critical path, stage by stage (launching register included)]
cell and delay, ns:
dfrtp_1 0.37, buf_4 0.14, mux2_2 0.26, dlygate4sd2_1 0.24
[cell usage in the layout (no fill, tap or decap)]
cell type	instances
mux2_2	11
dlymetal6s2s_1	1
dlygate4sd2_1	7
dfrtp_1	8
clkbuf_8	3
nor2b_4	1
clkdlybuf4s50_1	7
nand2_2	1
inv_1	1
mux2_4	5
buf_4	9
buf_2	2
[kinds of logic (layout without fill, tap and decap cells)]
kind of cell,Yosys count,in the layout,synth area share [%]
buf+inv,1,30,0.8947
flops,8,8,47.76
mux,16,16,46.57
simple gates,2,2,4.776
[final cells by class]
type,instances,share of cell area (%)
Multi-Input combinational cell,18,29.26
Tap cell,50,8.361
Clock buffer,3,5.518
Inverter,1,0.5017
Sequential cell,8,26.76
Timing Repair Buffer,26,29.60
[timing repair]
| action | in CTS | in global routing |
|---|---|---|
| gates cloned | 0 | 0 |
| hold buffers | 0 | 0 |
| setup buffers | 9 | 0 |
| resized | 16 | 1 |
| endpoints found under the setup margin | 8 | 1 |
Power and IR drop assume default switching activity.
