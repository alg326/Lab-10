### flow/config.mk
export PLATFORM = sky130hd
export DESIGN_NAME = RAM
export DESIGN_NICKNAME = RAM
export VERILOG_FILES = /design/flow/design.v
export SDC_FILE = /design/flow/constraint.sdc
export NUM_CORES = 4
export LEC_CHECK = 1
export CORE_UTILIZATION = 50
### flow/constraint.sdc
current_design RAM

set clk_period 2.8
set clk_io_pct 0.2

create_clock -name clk0 -period $clk_period [get_ports {i_clk}]

set non_clock_inputs [all_inputs -no_clocks]
set_input_delay [expr $clk_period * $clk_io_pct] -clock clk0 $non_clock_inputs
set_output_delay [expr $clk_period * $clk_io_pct] -clock clk0 [all_outputs]
### flow/design.v
`timescale 1ns / 1ps
module RAM(i_clk, i_rst, i_write_en, i_addr, i_write_data, o_read_data);
    input i_clk, i_rst, i_write_en;
    input[2:0] i_addr;
    input [7:0] i_write_data;
    output reg [7:0] o_read_data;
    reg [7:0] mem [0:7];
    always @ (posedge i_clk) begin
        if(i_rst) begin
            mem[0] <= 8'b0;
            mem[1] <= 8'b0;
            mem[2] <= 8'b0;
            mem[3] <= 8'b0;
            mem[4] <= 8'b0;
            mem[5] <= 8'b0;
            mem[6] <= 8'b0;
            mem[7] <= 8'b0;
        end
        else begin
            if(i_write_en)
                mem[i_addr] <= i_write_data;
            else
                o_read_data <= mem[i_addr];
        end
    end
endmodule
### flow/run.sh
#!/bin/bash
# OpenROAD 26Q1-2900-gdf79404cd8, Yosys 0.63+post, stock flow scripts
make -C /OpenROAD-flow-scripts/flow DESIGN_CONFIG=/design/flow/config.mk WORK_HOME=/design/flow/orfs finish
==> results.yml <==
# implementation run metrics
status:
  outcome: "finished, final reports clean"
setup_path:
  slowest_stage: "clkdlybuf4s50_1"
  timing.rr.start: "mem[6][7]"
  endpoint_kind: "register"
  crit_chain: "clkdlybuf4s50_1, or3b_4, nor3_4, or2_2"
  worstPathBufferInverterCount: 1
  path_class: "in2reg"
  cp.depth: 4
  critical_path.top_delay_family: "simple AND/OR/NAND/NOR gates"
  worstPathRequired_ns: 2.84
  crit_path_max_fanout: 11
  slowest_delay_ns: 0.58
  cp.arrival_ns: 2.18
  ff2ff_path_depth: 3
  cp-startpoint: "i_rst"
  start_kind: "primary input"
clocking:
  clock_latency_ns: 0.34
  ctsHoldBuffers: 0
  postCtsSetupRepairBufs: 0
  htreeDepth: 3
  cts.clk_slew.worst_paths_ns: 0.08
  cts-root-buf: "clkbuf_8"
  clock_path_buffers: 2
  cts_tree: "yes"
  cts_buffers: 9
  clock_sinks: 72
  cts-resized-gates: 0
drt:
  dr.pass1.iters: 4
  finalWirelength_um: 6460
  wl_per_cell_um: 19.9
  insertedDiodeCount: 0
  drc: 0
  via_per_inst: 5.39
  vias: 1752
  ant_nets: 0
  drt_iter0_markers: 86
final_layout:
  drive_above_1_share_pct: 22.8
  layoutNonFillerInstCount: 325
  syn2layout_area_growth_pct: 17.2
worst_hold_path:
  hold_start: "mem[0][2]"
  whs_path_depth: 2
  hold_path.class: "reg2reg"
die:
  fp_util_pct: 53.1
  num_rows: 28
  die_area_um2: 6800
  dieHeight_um: 82.5
  ios: 22
  coreArea_um2: 6100
  die_w_um: 82.5
synthesis:
  mux_share_pct: 10.1
  most_common_cell: "edfxtp_1"
  netlist.area_leader.share_pct: 66.8
  synth_top_cell_by_area: "edfxtp_1"
  yosys_cells: 209
  fa_ha_area_share_pct: 0
  area_leaders: "edfxtp_1, and2_1, mux4_2, nand2_1, or2_2"
  ff_type: "edfxtp_1"
  synthesis.area_um2: 3240
  syn_inst: 209
  xor_area_share_pct: 0
  postSynthSeqShare_pct: 66.8
  ys_sh_simple_pct: 20.8
  synthTopLogicFamily: "simple AND/OR/NAND/NOR gates"
  synth_warnings: 1
  ys_chip_area_um2: 3240
  avgSynthCellArea_um2: 15.5
  edf_count: 72
  top_cells_by_count: "edfxtp_1, and2_1, nand2_1"
  synth_flops: 72
  synthAoiAreaFrac_pct: 1.04
  ys_async_sr_fraction_pct: 0
  netlist-cell-type-count: 23
job:
  max-cap-violations: 0
  warnings: 25
sta:
  fin_crit_sh_pct: 76.4
  maxSlewHeadroom_pct: 74.8
  hold_viol: 0
  worstMarginPinSlew_ns: 0.377
  worst_hold_slack_ns: 0.683
  max_freq_mhz: 467
  rsz0062_at_grt: "no"
  clock_skew_ns: 0.00618
  fin_crit_ns: 2.14
  slew_violations: 0
  setup_viol: 0
  setup-tns-final_ns: 0
global_routing:
  grt_pass1_vias: 1863
  grt_pass1_wl_um: 9860
  antenna_found_initial: 0
  grt_max_degree: 20
  overflow: 0
  track_usage_pct: 23.4
pwr:
  ir_drop_mv: 0.373
  p_per_area_nw_per_um2: 619
  p_leak_nw: 1.37
placed_design:
  place_inst: 309
  io_buffers: 21
  gp_congestion: 0.904
  dp_hpwl_um: 4530
## path summary, 6_finish.rpt
path | slack, ns | to
setup / recovery | 0.66 | mem[0][2]
hold / removal | 0.68 | o_read_data[2]
setup reg to reg | 1.53 | o_read_data[7]
hold reg to reg | 0.68 | o_read_data[2]
## registers in the layout, indices dropped and copies added, names as in the netlist
signal and cells:
o_read_data 8, mem 64
## area by class of cell
type / count / area [um^2]
multi-input combinational: 130 / 1030
clock buffer: 9 / 124
sequential: 72 / 2160
inverter: 1 / 3.75
timing repair buffer: 31 / 285
fill: 454 / 2300
tap: 75 / 93.8
clock inverter: 7 / 93.8
## kinds of logic (layout without fill, tap and decap cells)
logic type | count (synthesis) | count (layout)
AOI/OAI and AO/OA | 4 | 4
buffers and inverters | 7 | 48
DFF | 72 | 72
muxes | 15 | 15
and+or+nand+nor | 111 | 111
## per-layer routing
layer  part of all wire [%]  vias to the layer above  track usage (%)
li1                       -                      831                -
met1                     41                      833             35.3
met2                     48                       80             35.1
met3                    8.9                        8             11.4
met4                    1.3                        0             3.51
met5                      0                        -                0
## report_power, final
group	switching, mW	internal [mW]	total (mW)
sequential	0.0203	1.25	1.27
combinational	0.0965	0.0891	0.186
clock	0.385	0.503	0.888
## layout by cell type (no fill, tap or decap), drive strengths merged
cell type,netlist,layout
and2,65,65
o221ai,1,1
edfxtp,72,72
mux4,14,14
nand2,22,22
clkinvlp,0,1
o211ai,1,1
or3b,1,1
clkinv,0,2
inv,1,3
buf,5,10
nand3b,2,2
clkbuf,1,9
nand2b,2,2
or2,9,9
a221oi,2,2
nor3,2,2
mux2,1,1
nor2,8,8
clkdlybuf4s50,0,21
bufinv,0,2
## per-stage QoR
| step | worst slack, ns | instance area [um^2] | utilization (%) | power (mW) |
|---|---|---|---|---|
| after floorplan | 1.07 | 3240 | - | 1.40 |
| after global placement | 0.372 | 3580 | 58.7 | 1.48 |
| after detailed placement | 0.308 | 3580 | 58.7 | 1.49 |
| after CTS | 0.654 | 3800 | 62.3 | 2.36 |
| after global routing | 0.592 | 3800 | 62.3 | 2.43 |
| final | 0.659 | 3800 | 62.3 | 2.35 |
## worst min-delay path, stage by stage, from the launching register on
cell	delay, ns
edfxtp_1	0.36
a221oi_1	0.08
o221ai_1	0.14
No activity file was given, so power comes from the tool's default toggle rates.
